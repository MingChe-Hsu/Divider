**design.v**
```verilog
`timescale 1ns / 1ps
module Final_p(quotient, remainder, reg_remainder, rowk, columnk, equal, clk, rst);
output[15:0] quotient,remainder;			 
output[31:0] reg_remainder;
input equal,clk,rst;
input[3:0] rowk, columnk;
wire[3:0] value;
wire[15:0] dividend, divisor;
wire enable;
keypad keypad_main(value ,enable ,rowk ,columnk ,clk ,rst);
FSM FSM_main(dividend, divisor, enable, value, clk, rst);
divider divider_main(dividend, divisor, quotient,remainder,reg_remainder, clk, rst, equal);
endmodule
module FSM(out_dividend, out_divisor, keyevent, keyvalue, clk, rst);
output reg [15:0] out_dividend, out_divisor ;
input[3:0]keyvalue;
input keyevent,clk,rst;
reg[3:0]state;
reg[4:0]keycount;
reg[3:0]buffer[7:0];
integer i ;
parameter init 		= 2'd0;
parameter waitkey 	= 2'd1;
parameter checkinput = 2'd2;
parameter out_value	= 2'd3;
always@(posedge clk or posedge rst)begin
	if(rst)begin
		state <= init;
		keycount <= 4'd0;
		for(i = 0;i<8;i = i+1)
			buffer[i]<=4'd0;
	end
	else begin
		case(state)
			init:begin
					state<=waitkey;
				end
			waitkey:begin
				if(keyevent)begin
					buffer[keycount] <= keyvalue;
					keycount <= keycount+1;
					state<=checkinput;
				end
				else
					state <= waitkey;
			end
			checkinput:begin
				if(keycount < 4'd8 && ~keyevent)
					state<=waitkey;
				else if(keycount == 4'd8)begin
					state<=out_value;
					keycount <= 4'd0;
				end
				else
					state<=checkinput;
				end
			out_value:begin
				out_dividend <= {buffer[0],buffer[1],buffer[2],buffer[3]};
				out_divisor <= {buffer[4],buffer[5],buffer[6],buffer[7]};
				end
			default:begin
				keycount <= 4'd0;
				out_dividend <= 16'd0;
				out_divisor	<= 16'd0;
			end
		endcase
	end
end
endmodule
module keypad(value ,enable ,rowk ,columnk ,clk ,rst);
output reg[3:0] value;
output reg enable;
input [3:0] rowk,columnk;
input clk,rst;
always@(posedge clk or posedge rst)
begin
	if(rst)begin
		value <= 4'd0;
		enable <= 1'd0;
	end
	else begin
		case(rowk)
		4'd8:begin
			case(columnk)
				4'd8:begin value<=4'd15; enable<=1; end
				4'd4:begin value<=4'd14; enable<=1; end
				4'd2:begin value<=4'd13; enable<=1; end
				4'd1:begin value<=4'd12; enable<=1; end
				default:begin value<=4'd0; enable<=0; end
			endcase
		end
		4'd4:begin
			case(columnk)
				4'd8:begin value<=4'd11; enable<=1; end
				4'd4:begin value<=4'd10; enable<=1; end
				4'd2:begin value<=4'd0; enable<=1; end
				4'd1:begin value<=4'd9; enable<=1; end
				default:begin value<=4'd0; enable<=0; end
			endcase
		end
		4'd2:begin
			case(columnk)
				4'd8:begin value<=4'd8; enable<=1; end
				4'd4:begin value<=4'd7; enable<=1; end
				4'd2:begin value<=4'd6; enable<=1; end
				4'd1:begin value<=4'd5; enable<=1; end
				default:begin value<=4'd0; enable<=0; end
			endcase
		end
		4'd1:begin
			case(columnk)
				4'd8:begin value<=4'd4; enable<=1; end
				4'd4:begin value<=4'd3; enable<=1; end
				4'd2:begin value<=4'd2; enable<=1; end
				4'd1:begin value<=4'd1; enable<=1; end
				default:begin value<=4'd0; enable<=0; end
			endcase
		end
		default:
			begin
				value<=value;
				enable<=0;
			end
		endcase
	end
end
endmodule
module divider(dividend, divisor, quotient,remainder,reg_remainder, clk, rst, equal);
input clk,rst,equal;
input [15:0] divisor;								 
input [15:0] dividend;								 
output reg[15:0] quotient,remainder;			 
output reg[31:0] reg_remainder;
reg[3:0] c_state;
reg[4:0] counter_r;
parameter Idle          =4'd0;
parameter Set				=4'd1;
parameter Prepare			=4'd2;
parameter SUB           =4'd3;
parameter Control_R0_S	=4'd4;
parameter ADD           =4'd5;
parameter Control_R0_A	=4'd6;
parameter Finish        =4'd7;
parameter Load        	=4'd8;
always@(posedge clk or posedge rst)begin
	if(rst)
		c_state<=Idle;
	else begin
		case(c_state)
			Idle:begin	
				if(equal)
					c_state <= Set;
				else
					c_state <= c_state;
			end
			Set:begin	
				c_state <= Prepare;
			end
			Prepare:begin
				c_state <= SUB;
			end
			SUB:begin
				if(reg_remainder[31])
					c_state <= ADD;
				else
					c_state <= Control_R0_S	;
			end	
			Control_R0_S:begin
				if(counter_r == 16)
					c_state <= Finish;
				else
					c_state <= SUB;
			end
			ADD:begin
				c_state <= Control_R0_A;
			end
			Control_R0_A:begin
				if(counter_r == 16)
					c_state <= Finish;
				else
					c_state <= SUB;
			end
			Finish:begin
					c_state <= Load;
			end
			Load:begin
				if(~equal)
					c_state <= Idle;
				else
					c_state <= c_state;
			end
			default: c_state <= Idle;
		endcase
	end
end
always@(c_state)begin
	case(c_state)
		Idle:begin	
			reg_remainder <= 32'd0;
			counter_r <= 5'd0;
			remainder <= 16'd0;
			quotient <= 16'd0;
		end
		Set:begin	
			reg_remainder <= reg_remainder + dividend;
		end
		Prepare:begin
			reg_remainder <= reg_remainder<<1;
		end
		SUB:begin
			reg_remainder[31:16] <= reg_remainder[31:16] - divisor;				
		end
		Control_R0_S:begin
			reg_remainder <= {reg_remainder[30:0] , 1'b1};
			counter_r <= counter_r + 1;
		end
		ADD:begin
			reg_remainder[31:16] <= reg_remainder[31:16] + divisor;
		end
		Control_R0_A:begin
			reg_remainder <= {reg_remainder[30:0] , 1'b0};
			counter_r <= counter_r + 1;
		end
		Finish:begin
			reg_remainder[31:16] <= reg_remainder[31:16]>>1;
		end
		Load:begin
			remainder <= reg_remainder[31:16];
			quotient <= reg_remainder[15:0];
		end
		default:begin
			remainder <= 16'd0;
			quotient <= 16'd0;
		end
	endcase
end
endmodule
```
**run.sh**
```bash
#!/bin/bash
# OpenROAD 26Q1-2900-gdf79404cd8, Yosys 0.63+post, stock flow scripts
make -C /OpenROAD-flow-scripts/flow DESIGN_CONFIG=/design/flow/config.mk WORK_HOME=/design/flow/orfs finish
```
**config.mk**
```make
export PLATFORM = sky130hd
export DESIGN_NAME = Final_p
export DESIGN_NICKNAME = Final_p
export VERILOG_FILES = /design/flow/design.v
export SDC_FILE = /design/flow/constraint.sdc
export NUM_CORES = 4
export LEC_CHECK = 1
export CORE_UTILIZATION = 40
```
**constraint.sdc**
```tcl
current_design Final_p

set clk_period 6.2
set clk_io_pct 0.2

create_clock -name clk0 -period $clk_period [get_ports {clk}]

set non_clock_inputs [all_inputs -no_clocks]
set_input_delay [expr $clk_period * $clk_io_pct] -clock clk0 $non_clock_inputs
set_output_delay [expr $clk_period * $clk_io_pct] -clock clk0 [all_outputs]
```
==> results.yml <==
# yosys + openroad results
outcome:
  outcome: "finished clean"
power:
  cellPowerDensity_nw_per_um2: 270.9
  p_leak_nw: 3.768
  clockPowerShare_pct: 21.4
  p_sw_mw: 0.8082
  p_total_mw: 2.427
  combPwrFrac_pct: 32.5
  pwr-share-seq_pct: 46.2
  cellInternalPower_mw: 1.619
  vdd_drop_max_v: 0.0001463
  swShare_pct: 33.30
drt:
  post_drt_via_cell_ratio: 5.302
  post_drt_wl_per_cell_um: 14.56
  drc_errors: 0
  postRouteAntennaNets: 0
  diodes: 0
  firstDrtPassIters: 5
  vias: 5774
  drt_iter0_drc: 339
  wirelength_um: 15850
final_layout:
  layout-drive-gt1-share_pct: 8.070
  fillCellCount: 1770
  layout_top_cells: "clkdlybuf4s50_1, dlxtn_1, and2_1"
  area_growth_pct: 16.80
  mostFrequentLayoutCell: "clkdlybuf4s50_1"
sta:
  max_freq_ghz: 0.3337
  fin_crit_ps: 2997
  rsz0062_at_grt: "no"
  tns_ps: 0
  setup_viol_count_final: 0
  worst_pin_slew_ps: 771.0
  unclocked_regs: 69
  hold_violations: 0
  untimed_endpoints: 133
  min_period_over_period_pct: 48.34
  worst_slew_margin_rel_pct: 48.60
  final_max_slew_viol_count: 0
  clock_skew_ps: 5.661
  holdWs_ps: 464.6
run:
  warning_count: 33
  cap_violations: 0
floorplanning:
  rows: 50
  die_w_um: 140.5
  fp_util_pct: 40.87
  die-area_um2: 19730
  die_h_um: 140.5
  coreArea_um2: 18770
  ios: 75
cts:
  cts_resized: 0
  cts_root_buffer: "clkbuf_16"
  cts_setup_buffers: 0
  clockBufferDepth: 2
  hold_buffers: 0
  cts.clk_slew.worst_paths_ps: 60
  clk_latency_ps: 330
  ctsHtreeMaxLevel: 3
  cts_tree: "built"
  cts_buffers: 9
grt:
  grt_use_total_pct: 17.28
  antenna_found_initial: 0
  grt_pass1_vias: 5248
  grt_max_degree: 56
  grt_pass1_wl_um: 26830
  overflow: 0
logic_synthesis:
  yosys_cells: 786
  synth_area_um2: 7670
  top_cell_area_share_pct: 17.29
  netlist_instances: 786
  ys_ff: 156
  synth-main-ff-cell: "dlxtn_1"
  synthDistinctLibCells: 75
  synth.avg_cell_area_um2: 9.758
  yosysWarningCount: 303
  yosys_area_um2: 7670
  edf_count: 32
  async_reset_ff_share_pct: 35.26
  yosysTopAreaCell: "dfrtp_1"
  topCellsByArea: "dfrtp_1, dlxtn_1, edfxtp_1, ha_1, and2_1"
worst_setup_path:
  worst_ep_arrival_time_ps: 3200
  critPathRequiredTime_ps: 6400
  cp-start-kind: "input pin"
  cpPeakStageDelay_ps: 530
  slowest_stage: "clkdlybuf4s50_1"
  crit_chain: "clkdlybuf4s50_1 > or3b_2 > o21ai_0 > nor2_1 > nand2_1 > a21oi_1 > a31oi_1 > o22ai_1"
  crit_type: "input pin to flip-flop"
  cp_max_fo: 5
  crit_path_end_kind: "flip-flop"
placement:
  port_buffers: 74
  place.detailed.hpwl_um: 12190
  gp_congestion: 0.8530
worst_hold_path:
  hp-class: "flip-flop to flip-flop"
==> power by group through the flow <==
stage | Clock [mW] | Sequential, mW | Combinational [mW]
final | 0.518 | 1.12 | 0.788
after global routing | 0.558 | 1.14 | 0.896
after CTS | 0.535 | 1.12 | 0.794
==> logic make-up after synthesis <==
| group | synth area share (%) |
|---|---|
| and+or+nand+nor | 18.03 |
| AOI/OAI and AO/OA | 16.92 |
| DFF | 30.51 |
| latches | 13.56 |
| buffers and inverters | 2.708 |
| xor gates and xnor gates | 5.824 |
| adders and majority gates | 7.537 |
| muxes | 4.927 |
| other | 0.04889 |
==> sequential cells by signal, indices dropped and copies added (netlist names), 4 cells and up <==
signal                      cells
FSM_main.buffer                32
FSM_main.keycount               5
FSM_main.out_dividend          16
FSM_main.out_divisor           16
FSM_main.state                  4
divider_main.c_state            9
divider_main.counter_r          5
divider_main.quotient          16
divider_main.reg_remainder     32
divider_main.remainder         16
keypad_main.value               4
==> cells in the mapped netlist (all sizes together) (27+ instances only) <==
library cell	number
dlxtn	69
and2	68
dfrtp	53
nor2	51
nand2	47
o21ai	46
ha	43
a21oi	39
edfxtp	32
mux2	30
inv	27
xor2	27
==> layer usage <==
layer | track usage (%) | vias up | share of wire [%] | wire, um
met2 | 26.32 | 128 | 45 | 7067
met5 | 0 | - | 0 | 0
met1 | 27.98 | 2656 | 50 | 7923
met3 | 2.508 | 11 | 4.3 | 677
li1 | - | 2979 | - | -
met4 | 1.831 | 0 | 1.2 | 186
==> through the flow <==
stage / area, um2 / setup WS (ps) / cells / utilization, %
3_3_place_gp: 8656 / 2899 / 1073 / 46.12
3_5_place_dp: 8656 / 2887 / 1073 / 46.12
4_1_cts: 8959 / 3221 / 1089 / 47.73
5_1_grt: 8959 / 3065 / 1089 / 47.73
6_report: 8959 / 3203 / 1089 / 47.73
2_1_floorplan: 7670 / 1393 / 786 / -
==> final timing paths <==
| kind | slack (ps) | cells past startpoint | to | startpoint |
|---|---|---|---|---|
| max reg2reg | 4000 | 7 | FSM_main.keycount[4] | FSM_main.keycount[0] |
| max in group asynchronous | 4280 | 3 | FSM_main.buffer[2][1] | rst |
| min in group asynchronous | 1470 | 3 | FSM_main.state[1] | rst |
| min | 460 | 1 | divider_main.c_state[7] | divider_main.c_state[3] |
| max | 3200 | 8 | keypad_main.value[1] | rowk[0] |
| min reg2reg | 460 | 1 | divider_main.c_state[7] | divider_main.c_state[3] |
==> worst max-delay path, delay by kind of cell <==
family                 cells  cell delay, ps
and+or+nand+nor            3             710
AOI/OAI and AO/OA          4             710
buffers and inverters      1             530
==> cell type report <==
class | instances | area, um2 | share of cell area, %
multi-input cells | 575 | 4093 | 45.68
inverters | 27 | 101.3 | 1.131
flip-flops and latches | 156 | 3376 | 37.68
clock buffers | 11 | 264.0 | 2.947
well taps | 234 | 292.8 | 3.268
repair buffers | 81 | 793.3 | 8.855
clock inverters | 5 | 38.79 | 0.4330
Power and IR drop assume default switching activity.
